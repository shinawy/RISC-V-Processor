<file path="design/flow/run.sh">
#!/bin/bash
# OpenROAD 26Q1-2900-gdf79404cd8, Yosys 0.63+post, stock flow scripts
make -C /OpenROAD-flow-scripts/flow DESIGN_CONFIG=/design/flow/config.mk WORK_HOME=/design/flow/orfs finish
</file>
<file path="design/flow/config.mk">
export PLATFORM = sky130hd
export DESIGN_NAME = ALU32bit
export DESIGN_NICKNAME = ALU32bit
export VERILOG_FILES = /design/flow/design.v
export SDC_FILE = /design/flow/constraint.sdc
export NUM_CORES = 4
export LEC_CHECK = 1
export CORE_UTILIZATION = 50
</file>
<file path="design/flow/constraint.sdc">
current_design ALU32bit

set clk_period 14.2
set clk_io_pct 0.2

create_clock -name clk0 -period $clk_period

set non_clock_inputs [all_inputs -no_clocks]
set_input_delay [expr $clk_period * $clk_io_pct] -clock clk0 $non_clock_inputs
set_output_delay [expr $clk_period * $clk_io_pct] -clock clk0 [all_outputs]
</file>
<file path="design/flow/design.v">
`timescale 1ns/1ns
module ALU32bit (
input [31:0] in1, in2,
input [3:0] aluSel,
output reg [31:0] result, output reg zero );
wire [31:0] sum,sub,andres,orres;
ripple0 mod1(in1,in2,0,sum);
ripple0 mod2(in1,in2,1,sub);
and32 mod3(in1,in2,andres);
or32 mod4(in1,in2,orres);
always @(*) begin  
zero=0;
case (aluSel)
4'b0010: result=sum;
4'b0110: result= sub;
4'b0000: result=andres;
4'b0001: result=orres;
default: result=0;
endcase
if (result==0) 
zero=1;
end
endmodule
`timescale 1ns/1ns
module FullAdder(s,c,x,y,cin);
input x,y,cin;
output s,c;
assign s=x^y^cin;
wire f,g,h;
assign f=x&y;
assign g=y&cin;
assign h=x&cin;
assign c=f|g|h;
endmodule
module ripple0 #(parameter N=32)(input [N-1:0] a, input [N-1:0]b,input cin, output [N:0] out);  
wire [N:0] carry;
wire [N-1:0] sum;
assign carry[0]=cin;
genvar i;
generate
for ( i=0; i<N;i=i+1)
begin
FullAdder full_inst(.s(sum[i]),.c(carry[i+1]),.x(a[i]),.y(b[i]^cin),.cin(carry[i]));
end
endgenerate
assign out ={carry[N],sum};
endmodule
`timescale 1ns/1ns
module and32 #(parameter N=32)(
input [N-1:0] a, 
input [N-1:0]b, 
output [N-1:0] out);
genvar i;
generate 
    for (i=0;i<N; i=i+1) begin 
    assign out[i]= a[i] & b[i];
    end
endgenerate
endmodule
`timescale 1ns/1ns
module or32 #(parameter N=32)(input [N-1:0] a, input [N-1:0]b, output [N-1:0] out);
genvar i;
generate 
for (i=0;i<N; i=i+1) begin 
assign out[i]= a[i] | b[i];
end
endgenerate
endmodule
</file>
==> notes.md <==
Summary of the current implementation state.

- The run finished, with violations left.
- The final reports fail on setup timing.
- The synthesis warning total is 5, for reference.
- The floorplan row count is 30, for reference.
- Of the total synthesized cell area, the portion taken by full adders, half adders and majority gates is between 50% and 60%.
- The worst min-delay path category is in -> out, for reference.
- According to the timing report, the data required time at the worst endpoint equals ~11 ns.
- The average instance area after synthesis is around 8 um2, for reference.
- The area taken by sequential standard cells is reported as 0 um2.
- During I/O placement, the number of pins put on the boundary was approximately 100.
- Between the synthesized netlist and the finished layout, the area growth was recorded as 43.65%.
- The timing report shows the most common cell along the critical path to be sky130_fd_sc_hd__fa_2.
- The number of input and output port buffers inserted is roughly 100, for reference.
- Synthesis handed over a netlist of ~430 instances.
- The count of nets left with antenna violations once routing finished came out at 0.
- The global placer's final weighted congestion is approximately 0.99, for reference.
- In this design, the stage delay of the slowest critical-path cell is ~0.40 ns.
- Summing the sequential cell areas from Yosys gives 0% of the chip area.
- The cell count in the Yosys report is between 400 and 500, for reference.
- OpenSTA, run right after detailed placement, puts the worst setup slack at -4.397 ns.
- The post-route worst hold slack is between 6 and 7 ns, for reference.
- The shortest clock period the worst path allows after layout is 17.64 ns, for reference.
- The number of vias in the routed layout is roughly 3,300, for reference.
- Of all nets on the critical path, the largest fanout is 2.
- The horizontal die dimension reported for this design is 85.90 um.
- The first global-routing pass estimated 16,300 um of wire.
- Across all checked pins, the minimum headroom to the slew limit is 55.43%.
- The aoi/oai-family share of the synthesized area is between 10% and 20%, for reference.
- For reference, the final report shows the hold violation count at 0.
- The post-placement cell area is between 0.005 and 0.006 mm2.
- Once layout is complete, the cells apart from fillers number around 650.
- The layout has 0 clock buffers.
- The proportion of layout cells with a drive suffix above 1 is a little under a quarter, for reference.
- After layout, the worst path uses 124.2% of the clock period.
- The stage logs contain a warning count of 99.
- The initial antenna violation count is 0, for reference.
- The data arrival at the endpoint of the critical path is between 10 and 15 ns, for reference.
- Setup repair after global routing could not meet its margin everywhere.
- In the placement report, post-DP HPWL is listed as 8506 um.
- The per-cell routed wire length is ~15 um, for reference.
- The final number of max-transition violations is 0, for reference.
- The simple logic cell fraction of the synthesized area is about 15%, for reference.
- The number of distinct library cells after synthesis is 36, for reference.
- The overall die size recorded for this design is ~0.0074 mm2.
- The number of global-route vias before repair is ~3,400, for reference.
- The transition time recorded at the tightest slew-check pin is approximately 0.67 ns.
- In the final report, the number of endpoints failing setup comes to 11.
- The leftover overflow at the end of global routing is 0, for reference.
- The final cell area excluding filler cells is 0.005056 mm2, for reference.
- Global routing used 30.10% of the available tracks.
- For this run, the detailed router reports a per-instance via density of about 5.
- In this run the VDD rail shows a maximum IR drop of 0.02084 mV.
- OpenSTA lists the critical path startpoint as in1[0].
- The initial cell density of the core is approximately half, for reference.
- In this run the maximum-capacitance check reported violations numbering 0.
- The number of sequential storage elements is 0, for reference.
- The post-placement cell count is around 650, for reference.
- The critical path class is in -> out, for reference.
- The xor-xnor portion of the synthesized cell area is less than 1%, for reference.
- The multiplexer share of the synthesized area is less than 1%, for reference.
- The detailed router's first-iteration violation count is 146, for reference.
- Based on the critical path, the design can be clocked at up to between 0.05 and 0.06 GHz.
- From bottom edge to top edge, the die measures 85.90 um.
- The most common cell after layout, fill and taps aside is sky130_fd_sc_hd__clkdlybuf4s50_1, for reference.
- The worst hold path depth is 4, for reference.
- After detailed routing, the number of remaining DRC violations is 0.
- For this design the static power due to leakage is 2.260 nW.
- The repair_antennas step left the layout with diodes totalling 0.
- The final standard cell utilization of the core is 74.42%, for reference.
- The post-synthesis instance area is about 0.0035 mm2, for reference.
- The region available for standard cell placement spans 0.006794 mm2.
- Entering global routing, the biggest net connects 69 pins.
- The total wire length is between 9000 and 10,000 um, for reference.
- For this run, the chip area from Yosys synthesis comes to 0.003520 mm2.
- The first-pass detailed-route iteration total is 4, for reference.
- The slowest stage of the critical path belongs to the cell sky130_fd_sc_hd__fa_2.
- The worst setup path is launched from an input port.
- The category of the worst setup path capture point is a primary output, for reference.
- The destination of the critical timing path is zero, for reference.
- Power spread over the standard cell area amounts to 34.96 mW/mm2.
- Once routing completed, OpenROAD measured the worst setup slack at -3.440 ns.
- Among the non-sequential cells, adder cells take the most area.
- Ranking logic cells in the layout by count gives the top entries 87 x sky130_fd_sc_hd__clkdlybuf4s50_1, 66 x sky130_fd_sc_hd__inv_1, 63 x sky130_fd_sc_hd__ha_1.
==> cells by family (layout without fill, tap and decap cells) <==
family,Yosys count,count (layout)
adder cells (fa/ha/maj),125,125
buffers and inverters,91,218
AND/OR/NAND/NOR,110,110
XOR/XNOR,1,1
AND-OR/OR-AND,101,101
multiplexers,2,2
==> power by group <==
group          leakage, nW  switching, W  internal (W)
clock                    0             0             0
sequential               0             0             0
combinational         2.26     0.0000866     0.0000902
==> final cells by class <==
class,instances,area (um2)
Multi-Input combinational cell,339,3333
Fill cell,501,1738
Timing Repair Buffer,147,1324
Inverter,71,279.0
Tap cell,96,120.1
==> worst max-delay path: cells and delay by family <==
| family | cells | cell delay (ns) |
|---|---|---|
| simple gates | 3 | 0.53 |
| mux | 1 | 0.09 |
| xor+xnor | 1 | 0.20 |
| fa+ha+maj | 31 | 10.51 |
| buf+inv | 6 | 0.49 |
| compound gates | 1 | 0.11 |
==> through the flow <==
step | TNS (ns) | power [W]
after floorplan | -13.18 | 0.00009527
after global placement | -32.58 | 0.0001749
after detailed placement | -32.78 | 0.0001767
after CTS | -24.89 | 0.0001767
after global routing | -27.29 | 0.0001984
final | -23.81 | 0.0001768
==> how the worst min path moves through the flow <==
stage	start	end	slack [ns]
6_report	aluSel[3]	result[30]	6.52
5_1_grt	aluSel[2]	result[24]	6.57
4_1_cts	aluSel[3]	result[30]	6.49
==> routing by layer <==
layer  GRT usage, %  share of wire, %
met5              0                 0
met3          6.738               8.5
met1          46.09                44
met2          47.62                46
met4          2.879               1.1
==> what timing repair did <==
action,4_1_cts,5_1_grt
hold buffers,0,0
gates resized,44,1
setup buffers,1,1
endpoints found under the setup margin,14,14
hold endpoints to repair,0,0
pin swaps,13,9
==> cell usage after synthesis, types with 2 or more instances <==
library cell	n	area [um2]
sky130_fd_sc_hd__mux2i_1	2	20.02
sky130_fd_sc_hd__nor2b_1	8	50.05
sky130_fd_sc_hd__o32ai_1	2	17.52
sky130_fd_sc_hd__nor2_1	44	165.2
sky130_fd_sc_hd__inv_1	71	266.5
sky130_fd_sc_hd__nand3_1	2	10.01
sky130_fd_sc_hd__nor3_1	4	20.02
sky130_fd_sc_hd__fa_1	60	1201
sky130_fd_sc_hd__ha_1	65	813.3
sky130_fd_sc_hd__nand2_1	23	86.33
sky130_fd_sc_hd__nand4_1	5	31.28
sky130_fd_sc_hd__o22ai_1	26	162.7
sky130_fd_sc_hd__o21ai_0	21	105.1
sky130_fd_sc_hd__a21oi_1	45	225.2
sky130_fd_sc_hd__nor4_1	11	68.82
sky130_fd_sc_hd__and3_1	2	12.51
sky130_fd_sc_hd__buf_1	6	22.52
sky130_fd_sc_hd__a31oi_1	2	12.51
sky130_fd_sc_hd__and4_1	3	26.28
sky130_fd_sc_hd__clkbuf_1	6	22.52
sky130_fd_sc_hd__buf_2	6	30.03
sky130_fd_sc_hd__o211ai_1	2	15.01
Power figures rest on the tool's default switching activity, not on a simulated workload.
